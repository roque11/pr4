--- flow/config.mk ---
export PLATFORM = sky130hd
export DESIGN_NAME = pr4_main
export DESIGN_NICKNAME = pr4_main
export VERILOG_FILES = /design/flow/design.v
export SDC_FILE = /design/flow/constraint.sdc
export NUM_CORES = 4
export LEC_CHECK = 1
export CORE_UTILIZATION = 30
--- flow/run.sh ---
#!/bin/bash
# OpenROAD 26Q1-2900-gdf79404cd8, Yosys 0.63+post, stock flow scripts
make -C /OpenROAD-flow-scripts/flow DESIGN_CONFIG=/design/flow/config.mk WORK_HOME=/design/flow/orfs finish
--- flow/design.v ---
`timescale 100 ns / 1 ns
module alu(clk, ar, a, b, mode, sign, signA, signB, f_out, a_out, b_out);
	input clk, ar;
	input signed [3:0] a, b;
	input [1:0] mode;
	output wire sign, signA, signB;
	output [7:0] f_out, a_out, b_out;
	reg signed [7:0] a_ext, b_ext, f;
	always @(negedge ar or posedge clk)
		if(~ar)
			begin 
			a_ext = 8'b0;
			b_ext = 8'b0;
			f = 16'b0;
			end
		else
			begin
			a_ext = a;
			b_ext = b;
			case (mode)
				2'b00: f = a_ext + b_ext;
				2'b01: f = a_ext - b_ext;
				default: f = a_ext * b_ext;
			endcase
	end
	wire signed [7:0] f_2comp, a_2comp, b_2comp;
	wire [7:0] f_out, a_out, b_out;
	assign sign = f[7];
	assign signA = a_ext[7];
	assign signB = b_ext[7];
	assign f_2comp = ~f + 1'b1;
	assign a_2comp = ~a_ext + 1'b1;
	assign b_2comp = ~b_ext + 1'b1;
	assign f_out = sign ? f_2comp : f;
	assign a_out = signA ? a_2comp : a_ext;
	assign b_out = signB ? b_2comp : b_ext;
endmodule
module bin2bcd(
	input [7:0]		binary,
	output reg [3:0] hundreds,
	output reg [3:0] tens,
	output reg [3:0] ones
	);
	integer i;
	always@(binary)
		begin
		hundreds = 4'd0;
		tens = 4'd0;
		ones = 4'd0;
		for (i=7; i >= 0; i=i-1)
		begin
			if(hundreds >= 5)
				hundreds = hundreds + 3;
			if(tens >= 5)
				tens = tens + 3;
			if(ones >= 5)
				ones = ones + 3;
			hundreds = hundreds << 1;
			hundreds[0] = tens[3];
			tens = tens << 1;
			tens[0] = ones[3];
			ones = ones << 1;
			ones[0] = binary[i];
		end
	end
endmodule
`timescale 1 ns / 1 ns
module pr4_main(clk, ar, a, b, select, vga, ansSign_out, aSign_out, bSign_out, tens_out, ones_out, a_out, b_out);
	input clk, ar, vga;
	input [1:0] select;
	input [3:0] a, b;
	output ansSign_out;
	output aSign_out;
	output bSign_out;
	output [6:0] tens_out, ones_out, a_out, b_out;
	wire [6:0] tens, ones, a1, b1;
	wire mode;
	wire [6:0] alu, intA, intB;
	alu calc(.clk(clk), .ar(ar), .a(a), .b(b), .mode(select), .sign(ansSign_out), .signA(aSign_out), .signB(bSign_out), .f_out(alu), .a_out(intA), .b_out(intB));
	bin2bcd dec(.binary(alu), .hundreds(), .tens(tens), .ones(ones));
	bin2bcd dec1(.binary(intA), .hundreds(), .tens(), .ones(a1));
	bin2bcd dec2(.binary(intB), .hundreds(), .tens(), .ones(b1));
	sev_seg_decoder ten(.x_in(tens), .segs(tens_out));
	sev_seg_decoder one(.x_in(ones), .segs(ones_out));
	sev_seg_decoder Tens(.x_in(a1), .segs(a_out));
	sev_seg_decoder Ones(.x_in(b1), .segs(b_out));
endmodule
module sev_seg_decoder(x_in, segs);
    input [3:0]   x_in;
	output [6:0] segs;
assign segs =
		(x_in == 4'h0) ? 7'b1000000 :
		(x_in == 4'h1) ? 7'b1111001 :
		(x_in == 4'h2) ? 7'b0100100 :
		(x_in == 4'h3) ? 7'b0110000 :
		(x_in == 4'h4) ? 7'b0011001 :
		(x_in == 4'h5) ? 7'b0010010 :
		(x_in == 4'h6) ? 7'b0000010 :  
		(x_in == 4'h7) ? 7'b1111000 :
		(x_in == 4'h8) ? 7'b0000000 :
		(x_in == 4'h9) ? 7'b0010000 :
		(x_in == 4'ha) ? 7'b0001000 :
		(x_in == 4'hb) ? 7'b0000011 :
		(x_in == 4'hc) ? 7'b1000110 :
		(x_in == 4'hd) ? 7'b0100001 :
		(x_in == 4'he) ? 7'b0000110 :
						7'b0001110 ;
endmodule
--- flow/constraint.sdc ---
current_design pr4_main

set clk_period 7.8
set clk_io_pct 0.2

create_clock -name clk0 -period $clk_period [get_ports {clk}]

set non_clock_inputs [all_inputs -no_clocks]
set_input_delay [expr $clk_period * $clk_io_pct] -clock clk0 $non_clock_inputs
set_output_delay [expr $clk_period * $clk_io_pct] -clock clk0 [all_outputs]
==> qor.yml <==
grt_antenna_before_repair: 0
post-route-util_pct: 40.0
path_class: "register to output pin"
drt_iter0_markers: 102
route.vias.total: 3368
finalMaxSlewViolations: 0
crit_arrival_ns: 5.95
cp_max_fo: 11
cp_slowest_cell: "dfrtp_1"
final_cell_mix: "inv_1 (55), ha_1 (45), clkdlybuf4s50_1 (41)"
ys_area_um2: 3700
ys_warn_count: 16
top_usage_layer: "met2"
clock.fmax_mhz: 133
dp_hpwl_um: 5920
rsz0062_at_grt: "true"
ys_seq_share_pct: 10.8
nFillCells: 1169
synth.distinct_cells: 77
synth-main-ff-cell: "dfrtp_1"
diodes: 0
grt_use_met3_pct: 0.491
wl_um: 7260
path_clk_slew_ns: 0.05
setup_viol: 0
grt.overflow.total: 0
die_h_um: 113
fin_crit_sh_pct: 96.2
post_synth.cell_area_avg_um2: 8.00
clock-root-buffer: "clkbuf_16"
grt_pass1_vias: 3079
outcome: "completed"
die_x_um: 113
worstPathRequired_ns: 6.24
core_area_um2: 12000
clock_path_buffers: 2
cts.htree.levels: 1
ant_nets: 0
lay_top_count: "inv_1"
grt_pass1_wl_um: 13100
cts-buffers-inserted: 3
dieArea_um2: 12800
relSlewSlack_pct: 47.0
syn2layout_area_growth_pct: 29.8
grt_max_degree: 17
synth_area_um2: 3700
period_needed_ns: 7.51
path_common_cell: "ha_2"
drcViolationCount: 0
routabilityCongestion: 0.883
avgViaCountPerCell: 4.95
tritoncts: "yes"
critPathLaunchType: "register"
use_met2_pct: 21.0
ios: 44
wl_per_cell_um: 10.7
max_stage_delay_ns: 0.47
cts_hold_buf: 0
fp_util_pct: 30.8
edf_count: 0
numSynthFlops: 16
worst_pin_slew_ns: 0.792
firstDrtPassIters: 4
grt.total_usage_pct: 12.0
cts.sinks: 16
drive_above_1_share_pct: 16.7
tool_warnings: 42
synthArstFlopShare_pct: 100
grtUsageMet1_pct: 17.4
row_count: 40
cp-end-kind: "output pin"
yosys_cells: 463
hold_violations: 0
drv_cap: 0
hp-class: "primary input to asynchronous set/reset pin"
syn_inst: 463
portBuffers: 42
-- logic make-up (layout without fill, tap and decap cells) --
family	after synthesis	count (layout)	synth area share, %
simple gates	137	137	19.0
compound gates	130	130	26.0
buf+inv	68	131	7.40
fa+ha+maj	63	63	23.5
xor+xnor	28	28	7.03
mux	19	19	6.05
flops	16	16	10.8
other cells	2	10	0.203
-- final timing paths --
kind,start,to,slack [ns],cells past startpoint
setup / recovery,calc.f[2],tens_out[3],0.29,27
hold / removal,ar,calc.b_ext[0],1.75,1
max in group asynchronous,ar,calc.f[6],5.60,1
min in group clk0,a[0],calc.a_ext[0],1.89,1
-- timing repair --
action | in CTS | in global routing
setup endpoints to repair | 8 | 14
pin swaps | 1 | 9
resized | 11 | 33
buffers inserted | 0 | 9
-- sequential cells by signal (all words and copies together) (netlist names) --
name,count
calc.a_ext,4
calc.b_ext,4
calc.f,8
-- Yosys cell counts (4+ instances only) --
library cell  count  area share (%)
o211ai_1          5             1.0
inv_1            56             5.7
nand3_1           8             1.1
nor2b_1          10             1.7
a21o_1           11             2.2
nand2b_1          8             1.4
nand2_1          37             3.8
dfrtp_1          16              11
o31ai_1           4            0.81
nor3_1           10             1.4
and2_1            6             1.0
a21oi_1          22             3.0
o21a_1            4            0.81
fa_1             11             5.9
o21ai_0          32             4.3
clkbuf_1          7            0.71
a211oi_1          5             1.0
mux2_2            4             1.2
o22ai_1           4            0.68
xnor2_1          25             5.9
mux2i_1          12             3.2
ha_1             52              18
nor2_1           31             3.1
-- worst max-delay path: cells and delay by family, from the launching register on --
family / cells / cell delay [ns]
AOI/OAI and AO/OA: 8 / 1.52
and+or+nand+nor: 6 / 1.22
adders and majority gates: 5 / 0.99
buffers and inverters: 5 / 0.86
muxes: 2 / 0.48
DFF: 1 / 0.47
xor gates and xnor gates: 1 / 0.12
-- metrics by stage --
step                cell area [um2]  setup TNS [ns]  setup WS [ns]  hold WS, ns  instances
finish                         4810               0          0.294         1.75        681
CTS                            4570               0         0.0225         1.79        672
global placement               4420               0          0.135         2.02        668
floorplan                      3730               0         0.0371         1.26        471
global route                   4810          -0.227        -0.0527         1.82        681
detailed placement             4420               0          0.110         2.05        668
-- cell type report --
cell class                      count  area [um2]  area share (%)
Clock buffer                        4        88.8            1.85
Sequential cell                    16         400            8.33
Tap cell                          147         184            3.83
Multi-Input combinational cell    387        3270            68.1
Timing Repair Buffer               71         648            13.5
Inverter                           56         210            4.37
-- layer usage --
layer / part of all wire [%] / vias to the layer above
met4: 0.18 / 0
met5: 0 / -
met1: 51 / 1546
met2: 46 / 45
met3: 2.3 / 2
li1: - / 1775
